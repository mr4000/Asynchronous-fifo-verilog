==> design.v <==
`timescale 1ns / 1ps
module fifo_sync #(
    parameter WIDTH = 8,         
    parameter DEPTH = 16         
) (
    input  wire                 clk,        
    input  wire                 rst_n,      
    input  wire                 wr_en,      
    input  wire [WIDTH-1:0]     wr_data,    
    output wire                 full,       
    input  wire                 rd_en,      
    output reg  [WIDTH-1:0]     rd_data,    
    output wire                 empty,      
    output wire [$clog2(DEPTH):0] used      
);
  localparam ADDR_WIDTH = $clog2(DEPTH);  
  reg [WIDTH-1:0] mem [0:DEPTH-1];
  reg [ADDR_WIDTH:0] w_ptr, r_ptr;
  wire [ADDR_WIDTH-1:0] w_index = w_ptr[ADDR_WIDTH-1:0];
  wire [ADDR_WIDTH-1:0] r_index = r_ptr[ADDR_WIDTH-1:0];
  assign empty = (w_ptr == r_ptr);
  assign full  = ( (w_ptr[ADDR_WIDTH] != r_ptr[ADDR_WIDTH]) &&
                    (w_ptr[ADDR_WIDTH-1:0] == r_ptr[ADDR_WIDTH-1:0]) );
  reg [$clog2(DEPTH):0] used_reg;
  assign used = used_reg;
  always @(posedge clk) begin
    if (!rst_n) begin
      w_ptr   <= { (ADDR_WIDTH+1){1'b0} };
      r_ptr   <= { (ADDR_WIDTH+1){1'b0} };
      rd_data <= {WIDTH{1'b0}};
      used_reg <= {($clog2(DEPTH)+1){1'b0}};
    end else begin
      if (wr_en && !full) begin
        mem[w_index] <= wr_data;
        w_ptr <= w_ptr + 1'b1;
      end
      if (rd_en && !empty) begin
        rd_data <= mem[r_index];
        r_ptr <= r_ptr + 1'b1;
      end
      case ({(wr_en && !full), (rd_en && !empty)})
        2'b10: used_reg <= used_reg + 1;
        2'b01: used_reg <= used_reg - 1;
        default: used_reg <= used_reg;  
      endcase
    end
  end
endmodule
==> run.sh <==
#!/bin/bash
# OpenROAD 26Q1-2900-gdf79404cd8, Yosys 0.63+post, stock flow scripts
make -C /OpenROAD-flow-scripts/flow DESIGN_CONFIG=/design/flow/config.mk WORK_HOME=/design/flow/orfs finish
==> config.mk <==
export PLATFORM = sky130hd
export DESIGN_NAME = fifo_sync
export DESIGN_NICKNAME = fifo_sync
export VERILOG_FILES = /design/flow/design.v
export SDC_FILE = /design/flow/constraint.sdc
export NUM_CORES = 4
export LEC_CHECK = 1
export CORE_UTILIZATION = 50
==> constraint.sdc <==
current_design fifo_sync

set clk_period 7.5
set clk_io_pct 0.2

create_clock -name clk0 -period $clk_period [get_ports {clk}]

set non_clock_inputs [all_inputs -no_clocks]
set_input_delay [expr $clk_period * $clk_io_pct] -clock clk0 $non_clock_inputs
set_output_delay [expr $clk_period * $clk_io_pct] -clock clk0 [all_outputs]
==> job_summary.md <==
## PnR job results

| Metric | Value |
|---|---|
| Outcome | finished clean |
| Logic pwr share | 0.118 |
| Most common reg cell | edfxtp_1 |
| Power Total | 1.99 mW |
| Reg clk slew, reported paths | 0.06 ns |
| Post-synth seq share | 0.687 |
| Area Overhead vs Synth | 16.9% |
| Biggest regs | mem x128, rd_data x8 |
| CTS tree | built |
| Fin Setup TNS | 0 ns |
| Crit-path max FO | 53 |
| Worst-path cell chain | buf_4 -> xnor2_1 -> nand4_2 -> nor2_1 -> clkdlybuf4s50_1 |
| Switching Share | 0.239 |
| Vias in the first global route | 3272 |
| Max-slew violation count | 0 |
| Most flops, register | mem |
| Pwr per Cell Area | 271 nW/um^2 |
| Fin. Hold Viols | 0 |
| Diode count | 0 |
| Yosys reg bits | 151 |
| Number of post-CTS setup repair buffers | 0 |
| I/O pin cnt | 27 |
| Cts hold-fix bufs | 0 |
| Top cells by count, synth | edfxtp_1, dfxtp_1, a21oi_1 |
| WL final | 11.7 mm |
| Cell family with most CP delay | buffers and inverters |
| HPWL after DPL | 7.07 mm |
| DRC Markers | 0 |
| Root buffer cell | clkbuf_16 |
| First-pass GRT wire length | 18.3 mm |
| Worst Hold Class | reg2reg |
| Internal | 1.51 mW |
| Post-DRT Antenna Nets | 0 |
| Crit end category | primary output |
| Max-cap viol count | 0 |
| Initial antenna violation count | 0 |
| Top post-synthesis cells by area | edfxtp_1, dfxtp_1, mux4_1, mux4_2, mux2_2 |
| CP bufs+invs | 2 |
| Data required time of the worst path | 6.00 ns |
| # Cells Yosys | 371 |
| FP Rows | 40 |
| CTS resizes | 0 |
| Clock sinks | 151 |
| Largest register FFs | 128 |
| Setup crit start kind | register |
| DR WL/cell | 19.6 um |
| Clock Skews | 0.0114 ns |
| Clk pwr share | 0.404 |
| Distinct cells, synth | 40 |
| P_leak | 2.40 nW |
| Tool warnings | 28 |
| Total track usage | 0.215 |
| Die Wd | 114 um |
| Core area | 12100 um^2 |
| Die area | 13000 um^2 |
| Share of post-route cells with drive strength above 1 | 0.197 |
| Synth Instances | 371 |
| CTS H-tree lvls | 4 |
| RSZ-0062 raised after global routing | no |
| Post-synth EDFFs | 128 |
| Synth Warn # | 1 |
| Cycle use final | 0.504 |
| Synth area leader | edfxtp_1 |
| Total CTS buffers | 17 |
| Final setup viols | 0 |
| Relative max-transition margin | 0.496 |
| Worst Tran Pin Value | 0.755 ns |
| Yosys Chip Area | 6260 um^2 |
| Yosys top cell area share | 0.614 |
| Synth top cell by count | edfxtp_1 |
| Biggest cell delay along the critical path | 0.50 ns |
| Asr flop ratio synth | 0 |
| Fp util | 0.517 |
| Peak supply drop | 0.000207 V |
| Critical path arrival | 2.28 ns |
| Largest net degree at the start of global routing | 54 |
| Late-Pin Clk Latency | 0.42 ns |
| FMAX | 264 MHz |
| Via density | 5.52 |
| 1st-iter DRT viols | 207 |
| Psw | 0.475 mW |
| Gpl congestion | 0.819 |
| IO buf count | 26 |
| DR pass1 iterations | 4 |
| Sequential share of power | 0.479 |
| Vert. Die Dim | 114 um |
| Fin crit period | 3.78 ns |
| CTS Buffer Depth | 2 |
| Synthesized area | 6260 um^2 |
| Mean Syn Cell Area | 16.9 um^2 |
| Slowest-stage cell, CP | buf_4 |
| Via count | 3277 |
| GRT overflow | 0 |
| Kind of critical path | reg2out |
## power groups by stage
| stage | Sequential, mW | Clock [mW] | Combinational [mW] |
|---|---|---|---|
| CTS | 0.952 | 0.819 | 0.238 |
| finish | 0.952 | 0.802 | 0.234 |
| global route | 0.955 | 0.856 | 0.261 |
## layout by cell type (no fill, tap or decap), types with 4 or more instances in the layout
cell	netlist	final
buf_4	2	21
mux4_2	9	9
ha_1	9	9
o22ai_1	8	8
and2_1	6	6
mux4_1	15	15
a21boi_0	4	4
dfxtp_1	23	22
a21oi_1	18	18
clkdlybuf4s50_1	0	26
edfxtp_1	128	128
clkinv_4	0	4
mux2_2	16	16
xnor2_1	10	10
nand2_1	12	12
nor4_1	8	8
nor3_1	13	13
clkbuf_16	0	17
nor2b_1	10	10
o21ai_0	13	13
nand3_1	4	4
a211oi_1	8	8
## path summary, 6_finish.rpt
check / startpoint / to / slack (ns) / cells past startpoint
setup / recovery: r_ptr[2] / empty / 3.72 / 5
hold reg to reg: used_reg[4] / used_reg[4] / 0.50 / 2
setup reg to reg: r_ptr[2] / used_reg[4] / 3.98 / 12
hold / removal: used_reg[4] / used_reg[4] / 0.50 / 2
## worst reg2reg max path, cell delays in order (launching register included)
cell and delay [ns]:
dfxtp_2 0.31, buf_4 0.50, xnor2_1 0.25, nand4_2 0.21, o21ai_2 0.32, inv_2 0.20
ha_1 0.32, fa_1 0.43, a21o_1 0.18, a21oi_1 0.16, xor2_1 0.10, or3_1 0.31
a21boi_0 0.16
## stage by stage
stage           util  std cells  hold WS (ns)  area (um^2)  worst slack [ns]
2_1_floorplan      -        371         0.451         6260              4.09
3_3_place_gp   0.558        562         0.480         6750              3.57
3_5_place_dp   0.558        562         0.487         6750              3.54
4_1_cts        0.605        594         0.502         7320              3.68
5_1_grt        0.605        594         0.539         7320              3.57
6_report       0.605        594         0.497         7320              3.72
## routing by layer
layer  track usage  wire length (um)
met5             0                 0
met4        0.0251               166
met2         0.310              5480
met1         0.361              5060
met3        0.0910               941
## layout make-up
cell class	instances	area [um^2]
Fill cell	900	4790
Sequential cell	151	4310
Multi-Input combinational cell	192	1800
Clock buffer	17	425
Timing Repair Buffer	47	418
Tap cell	168	210
Clock inverter	15	145
Inverter	4	15.0
## logic make-up after synthesis
logic type,after synthesis,synth area share
simple gates,66,0.0595
flops,151,0.687
xor+xnor,13,0.0182
buf+inv,28,0.0266
mux,43,0.129
fa+ha+maj,10,0.0212
compound gates,60,0.0583
No activity file was given, so power comes from the tool's default toggle rates.
