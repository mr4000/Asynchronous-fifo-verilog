$ cat design/flow/design.v
`timescale 1ns / 1ps
module fifo_async #(
  parameter WIDTH = 8,
  parameter DEPTH = 16
)(
  input  wire                 wr_clk,
  input  wire                 wr_rst_n,    
  input  wire                 wr_en,
  input  wire [WIDTH-1:0]     wr_data,
  output wire                 full,
  input  wire                 rd_clk,
  input  wire                 rd_rst_n,    
  input  wire                 rd_en,
  output reg  [WIDTH-1:0]     rd_data,
  output wire                 empty
);
  localparam ASIZE = $clog2(DEPTH);
  localparam P = ASIZE + 1;
  localparam DEPTH_L = (1 << ASIZE);
  reg [WIDTH-1:0] mem [0:DEPTH_L-1];
  reg  [P-1:0] wr_bin;       
  reg  [P-1:0] wr_gray;      
  wire [P-1:0] wbin_next;    
  wire [P-1:0] wgnext;       
  wire [ASIZE-1:0] waddr = wr_bin[ASIZE-1:0];
  reg  [P-1:0] rd_bin;       
  reg  [P-1:0] rd_gray;      
  wire [P-1:0] rbin_next;    
  wire [P-1:0] rgnext;       
  wire [ASIZE-1:0] raddr = rd_bin[ASIZE-1:0];
  reg [P-1:0] wrptr_s1, wrptr_s2;   
  reg [P-1:0] rwptr_s1, rwptr_s2;   
  wire [P-1:0] wrptr_sync = wrptr_s2;
  wire [P-1:0] rwptr_sync = rwptr_s2;
  function [P-1:0] bin2gray;
    input [P-1:0] b;
    integer i;
    begin
      bin2gray[P-1] = b[P-1];
      for (i = P-2; i >= 0; i = i-1)
        bin2gray[i] = b[i+1] ^ b[i];
    end
  endfunction
  function [P-1:0] gray2bin;
    input [P-1:0] g;
    integer j;
    begin
      gray2bin[P-1] = g[P-1];
      for (j = P-2; j >= 0; j = j-1)
        gray2bin[j] = gray2bin[j+1] ^ g[j];
    end
  endfunction
  assign wbin_next = wr_bin + (wr_en & ~full);
  assign wgnext    = bin2gray(wbin_next);
  assign rbin_next = rd_bin + (rd_en & ~empty);
  assign rgnext    = bin2gray(rbin_next);
  always @(posedge wr_clk) begin
    if (wr_en && !full) begin
      mem[waddr] <= wr_data;
    end
  end
  always @(posedge rd_clk) begin
    rd_data <= mem[raddr];
  end
  reg wfull_reg;
  always @(posedge wr_clk or negedge wr_rst_n) begin
    if (!wr_rst_n) begin
      wr_bin    <= {P{1'b0}};
      wr_gray   <= {P{1'b0}};
      wfull_reg <= 1'b0;
      wrptr_s1  <= {P{1'b0}};
      wrptr_s2  <= {P{1'b0}};
    end else begin
      wrptr_s1 <= rd_gray;
      wrptr_s2 <= wrptr_s1;
      wr_bin  <= wbin_next;
      wr_gray <= wgnext;
       wfull_reg <= (wgnext == {~wrptr_sync[P-1:P-2], wrptr_sync[P-3:0]});
    end
  end
  assign full = wfull_reg;
  reg rempty_reg;
  always @(posedge rd_clk or negedge rd_rst_n) begin
    if (!rd_rst_n) begin
      rd_bin    <= {P{1'b0}};
      rd_gray   <= {P{1'b0}};
      rempty_reg<= 1'b1;
      rwptr_s1  <= {P{1'b0}};
      rwptr_s2  <= {P{1'b0}};
    end else begin
      rwptr_s1 <= wr_gray;
      rwptr_s2 <= rwptr_s1;
      rd_bin  <= rbin_next;
      rd_gray <= rgnext;
      rempty_reg <= (rgnext == rwptr_sync);
    end
  end
  assign empty = rempty_reg;
endmodule
$ cat design/flow/run.sh
#!/bin/bash
# OpenROAD 26Q1-2900-gdf79404cd8, Yosys 0.63+post, stock flow scripts
make -C /OpenROAD-flow-scripts/flow DESIGN_CONFIG=/design/flow/config.mk WORK_HOME=/design/flow/orfs finish
$ cat design/flow/config.mk
export PLATFORM = sky130hd
export DESIGN_NAME = fifo_async
export DESIGN_NICKNAME = fifo_async
export VERILOG_FILES = /design/flow/design.v
export SDC_FILE = /design/flow/constraint.sdc
export NUM_CORES = 4
export LEC_CHECK = 1
export CORE_UTILIZATION = 40
$ cat design/flow/constraint.sdc
current_design fifo_async

set clk_period 5.2
set clk_io_pct 0.2

create_clock -name clk0 -period $clk_period [get_ports {rd_clk}]
create_clock -name clk1 -period $clk_period [get_ports {wr_clk}]

set non_clock_inputs [all_inputs -no_clocks]
set_input_delay [expr $clk_period * $clk_io_pct] -clock clk0 $non_clock_inputs
set_output_delay [expr $clk_period * $clk_io_pct] -clock clk0 [all_outputs]
==> results.json <==
{
  "groute.usage.overall_pct": 16.9,
  "tritoncts_num_sinks": 176,
  "part_of_the_total_power_dissipated_in_combinational_logic_pct": 26.7,
  "power.leakage_nw": 2.70,
  "synth_async_sr_flop_share_pct": 22.7,
  "layout.cells.most_common_list": "sky130_fd_sc_hd__edfxtp_1, sky130_fd_sc_hd__dfrtp_1, sky130_fd_sc_hd__mux4_2",
  "worst_ir_drop_vdd_v": 0.000383,
  "internal-power_w": 0.00332,
  "critPathLaunchType": "primary input",
  "setup_ws_ps": 2120,
  "max-slew-margin-rel_pct": 38.3,
  "clkSlewWorstSetupHoldPaths_ps": 70,
  "overall_routed_net_length_um": 11900,
  "worstPathArrival_ps": 3400,
  "routed_wire_length_per_instance_um": 19.7,
  "netlist_area_mm2": 0.00658,
  "clock_power_share_pct": 31.3,
  "max_slew.worst_pin.slew_ps": 924,
  "finalSetupTns_ps": 0,
  "post-cts-setup-buffer-count": 0,
  "fp.coreArea_mm2": 0.0160,
  "cts_resized": 0,
  "layout_top_registers": "mem (128), rd_data (8)",
  "ys_seq_share_pct": 76.0,
  "fp_util_pct": 41.1,
  "num_rows": 46,
  "lay_top_count": "sky130_fd_sc_hd__edfxtp_1",
  "cp.required_ps": 5530,
  "critical_path.max_fanout": 5,
  "final_antenna_net_count": 0,
  "hold_viol_final": 0,
  "die_height_um": 130,
  "drt_drc_violations_left": 0,
  "max_flop_register": "mem",
  "pre_cts_slack_ps": 1700,
  "worst_case_clock_skew_ps": 8.67,
  "regArea_mm2": 0.00501,
  "avgSynthCellArea_um2": 19.9,
  "drv_cap": 0,
  "largest_reg_flops": 128,
  "fill_cell_instance_count_of_the_final_layout": 1323,
  "p_sw_w": 0.00140,
  "drt_pre_antenna_iters": 4,
  "sequentialPowerShare_pct": 41.9,
  "logic_area_mm2": 0.00149,
  "cellPowerDensity_mw_per_mm2": 602,
  "edff_count_synth": 128,
  "grt_pass1_vias": 3531,
  "num_vias": 3071,
  "crit_path_end_kind": "register",
  "crit_type": "in -> reg",
  "number_of_antenna_violations_at_the_first_check_in_global_routing": 0,
  "cts_hold_repair.buffers": 0,
  "insertedDiodeCount": 0,
  "report.final.setup_viol": 0,
  "area_delta_synth_final_pct": 18.8,
  "synth.yosys.chip_area_mm2": 0.00658,
  "buffer_ports.inserted": 22,
  "grt_first_pass_wirelength_um": 18900,
  "post_synth_num_cell_types": 35,
  "warning_count": 26,
  "timing.hold.worst.class": "reg -> reg",
  "synth_cells": 331,
  "dominantRegCellSynth": "sky130_fd_sc_hd__edfxtp_1",
  "synthesis.yosys.warnings": 1,
  "status": "completed",
  "cts_tree": "done",
  "detail_route.vias_per_cell": 5.08,
  "ratio_of_cells_with_drive_above_1_in_the_final_layout_pct": 23.2,
  "postSynthRegisterBits": 176,
  "grt_max_degree": 36,
  "grt_overflow_total": 0,
  "grt_setup_unrepaired": "false",
  "chip_area_mm2": 0.0170,
  "initialDrtViolationCount": 180,
  "die.size.x_um": 130,
  "finalMaxSlewViolations": 0,
  "detailedPlacementHpwl_um": 7310,
  "number_of_top_level_pins": 24,
  "power.share.switching_pct": 29.6,
  "place_congestion": 0.769,
  "ys_cells": 331
}
==> cells by family after synthesis <==
family,share of synthesized area [%]
AND-OR/OR-AND,2.30
flip-flops,76.0
multiplexers,10.9
adder cells (fa/ha/maj),0.760
AND/OR/NAND/NOR,4.37
XOR/XNOR,4.28
buffers and inverters,1.31
==> power groups by stage <==
stage         Combinational, W  Clock, W  Sequential, W
finish                 0.00126   0.00148        0.00198
CTS                    0.00129   0.00151        0.00198
global route           0.00139   0.00157        0.00201
==> area by class of cell <==
| cell class | instances | area share [%] |
|---|---|---|
| multi-input cells | 138 | 19.1 |
| well taps | 216 | 3.45 |
| repair buffers | 36 | 4.16 |
| inverters | 2 | 0.0960 |
| clock buffers | 20 | 6.40 |
| flip-flops and latches | 176 | 64.0 |
| clock inverters | 16 | 2.83 |
==> path summary, 6_finish.rpt <==
check                       startpoint          end  slack, ps  cells after the start
setup / recovery                 wr_en    wfull_reg       2120                      8
hold / removal              rd_gray[0]  wrptr_s1[0]        210                      0
setup reg to reg             rd_bin[0]   rempty_reg       2770                      8
hold reg to reg             rd_gray[0]  wrptr_s1[0]        210                      0
max in group clk0                rd_en   rempty_reg       2380                      9
max in group asynchronous     rd_rst_n   rempty_reg       3850                      2
min in group clk0          rwptr_s1[3]  rwptr_s2[3]        350                      0
min in group asynchronous     wr_rst_n  wrptr_s2[4]        950                      2
==> stage by stage <==
| stage | cells | utilization, % | hold WS, ps | area [um^2] | power, W |
|---|---|---|---|---|---|
| final | 604 | 48.9 | 213 | 7820 | 0.00471 |
| after CTS | 604 | 48.9 | 212 | 7820 | 0.00478 |
| after global routing | 604 | 48.9 | 214 | 7820 | 0.00498 |
| after global placement | 568 | 44.4 | 340 | 7100 | 0.00327 |
| after floorplan | 331 | - | 331 | 6580 | 0.00290 |
| after detailed placement | 568 | 44.4 | 338 | 7100 | 0.00328 |
==> critical path: stages <==
cell and delay [ps]:
sky130_fd_sc_hd__clkdlybuf4s50_1 450, sky130_fd_sc_hd__nor2b_1 290, sky130_fd_sc_hd__ha_1 310, sky130_fd_sc_hd__ha_1 330, sky130_fd_sc_hd__nand3_1 150, sky130_fd_sc_hd__xor2_1 220
sky130_fd_sc_hd__or3_1 390, sky130_fd_sc_hd__a221oi_2 240
==> cells in the mapped netlist (2+ instances only) <==
library cell | n | area (um^2)
sky130_fd_sc_hd__nor2b_1 | 5 | 31.3
sky130_fd_sc_hd__clkbuf_1 | 3 | 11.3
sky130_fd_sc_hd__ha_1 | 4 | 50.1
sky130_fd_sc_hd__nand2_1 | 13 | 48.8
sky130_fd_sc_hd__a22oi_1 | 16 | 120
sky130_fd_sc_hd__mux4_2 | 32 | 721
sky130_fd_sc_hd__or3_1 | 3 | 18.8
sky130_fd_sc_hd__dfxtp_1 | 8 | 160
sky130_fd_sc_hd__xnor2_1 | 12 | 105
sky130_fd_sc_hd__nand3_1 | 6 | 30.0
sky130_fd_sc_hd__nand2b_1 | 2 | 12.5
sky130_fd_sc_hd__nand3b_1 | 2 | 15.0
sky130_fd_sc_hd__nor2_1 | 13 | 48.8
sky130_fd_sc_hd__dfrtp_1 | 39 | 976
sky130_fd_sc_hd__xor2_1 | 12 | 105
sky130_fd_sc_hd__nor3_1 | 5 | 25.0
sky130_fd_sc_hd__xnor2_4 | 2 | 55.1
sky130_fd_sc_hd__edfxtp_1 | 128 | 3840
sky130_fd_sc_hd__buf_2 | 9 | 45.0
sky130_fd_sc_hd__inv_1 | 2 | 7.51
==> per-layer routing <==
| layer | up-vias | track usage, % | part of all wire (%) |
|---|---|---|---|
| li1 | 1379 | - | - |
| met1 | 1534 | 22.9 | 38 |
| met2 | 132 | 25.3 | 48 |
| met3 | 26 | 9.60 | 11 |
| met4 | 0 | 4.10 | 2.9 |
| met5 | - | 0 | 0 |
Power figures rest on the tool's default switching activity, not on a simulated workload.
